[flow/run.sh]
#!/bin/bash
# OpenROAD 26Q1-2900-gdf79404cd8, Yosys 0.63+post, stock flow scripts
make -C /OpenROAD-flow-scripts/flow DESIGN_CONFIG=/design/flow/config.mk WORK_HOME=/design/flow/orfs finish
[flow/config.mk]
export PLATFORM = sky130hd
export DESIGN_NAME = formulaChecker
export DESIGN_NICKNAME = formulaChecker
export VERILOG_FILES = /design/flow/design.v
export SDC_FILE = /design/flow/constraint.sdc
export NUM_CORES = 4
export LEC_CHECK = 1
export CORE_UTILIZATION = 40
[flow/constraint.sdc]
current_design formulaChecker

set clk_period 5.5
set clk_io_pct 0.2

create_clock -name clk0 -period $clk_period [get_ports {in_clk}]

set non_clock_inputs [all_inputs -no_clocks]
set_input_delay [expr $clk_period * $clk_io_pct] -clock clk0 $non_clock_inputs
set_output_delay [expr $clk_period * $clk_io_pct] -clock clk0 [all_outputs]
[flow/design.v]
`timescale 1ns / 1ps
module OneClauseChecker #(
parameter MAXIMUM_BIT_WIDTH_OF_INTEGER_COEFFICIENT = 4, 
parameter MAXIMUM_BIT_WIDTH_OF_BOOLEAN_COEFFICIENT = 2, 
parameter MAXIMUM_BIT_WIDTH_OF_INTEGER_VARIABLE_INDEX = 1, 
parameter MAXIMUM_BIT_WIDTH_OF_BOOLEAN_VARIABLE_INDEX = 1, 
parameter MAXIMUM_BIT_WIDTH_OF_INTEGER_VARIABLE=4, 
parameter MAXIMUM_BIT_WIDTH_OF_BOOLEAN_VARIABLE=1, 
parameter MAXIMUM_BIT_WIDTH_OF_CLAUSES_INDEX = 3 
)
(
input [ (2**MAXIMUM_BIT_WIDTH_OF_BOOLEAN_VARIABLE_INDEX) - 1 : 0] in_boolean_current_assigmnets, 
input [( (2**MAXIMUM_BIT_WIDTH_OF_BOOLEAN_VARIABLE_INDEX) * 2 ) - 1: 0] in_boolean_coefficients, 
input [(((2**MAXIMUM_BIT_WIDTH_OF_INTEGER_VARIABLE_INDEX))* MAXIMUM_BIT_WIDTH_OF_INTEGER_VARIABLE )-1:0] in_integer_current_assigmnets, 
input [(((2**MAXIMUM_BIT_WIDTH_OF_INTEGER_VARIABLE_INDEX) + 1)* MAXIMUM_BIT_WIDTH_OF_INTEGER_COEFFICIENT )-1:0] in_integer_coefficients, 
input in_enable, 
input in_clk, 
input in_reset, 
output reg out_clause_is_satisfied, 
output reg ready_flag 
); 
reg signed [7:0]  sum_values_integer = 0 ;  
integer i = 0; 
reg integer_satisfied , boolean_satisfied;  
reg [ (2**MAXIMUM_BIT_WIDTH_OF_BOOLEAN_VARIABLE_INDEX) - 1 : 0] boolean_buffer ;  
reg  [1:0] exist_coeff;
wire signed [MAXIMUM_BIT_WIDTH_OF_INTEGER_COEFFICIENT -1:0] in_integer_coefficients_array [0:2**MAXIMUM_BIT_WIDTH_OF_INTEGER_VARIABLE_INDEX] ;  
wire signed [MAXIMUM_BIT_WIDTH_OF_INTEGER_VARIABLE-1:0] in_integer_current_assignment_array[0:(2**MAXIMUM_BIT_WIDTH_OF_INTEGER_VARIABLE_INDEX)-1]; 
    genvar j; 
    for( j=0;j<=2**MAXIMUM_BIT_WIDTH_OF_INTEGER_VARIABLE_INDEX;j=j+1)
    begin
    if(j<2**MAXIMUM_BIT_WIDTH_OF_INTEGER_VARIABLE_INDEX)
    begin
        assign in_integer_current_assignment_array[j]=in_integer_current_assigmnets[((MAXIMUM_BIT_WIDTH_OF_INTEGER_VARIABLE-1)+j*(MAXIMUM_BIT_WIDTH_OF_INTEGER_VARIABLE)):(j*MAXIMUM_BIT_WIDTH_OF_INTEGER_VARIABLE)];
        assign in_integer_coefficients_array[j]=in_integer_coefficients[((MAXIMUM_BIT_WIDTH_OF_INTEGER_COEFFICIENT-1)+j*(MAXIMUM_BIT_WIDTH_OF_INTEGER_COEFFICIENT)):(j*MAXIMUM_BIT_WIDTH_OF_INTEGER_COEFFICIENT)];
    end
    else
        assign in_integer_coefficients_array[j]=in_integer_coefficients[((MAXIMUM_BIT_WIDTH_OF_INTEGER_COEFFICIENT-1)+j*(MAXIMUM_BIT_WIDTH_OF_INTEGER_COEFFICIENT)):(j*MAXIMUM_BIT_WIDTH_OF_INTEGER_COEFFICIENT)];
    end  
always @(posedge in_clk)
    begin
        if(!in_reset)
            begin
            if(in_enable)
            begin
                sum_values_integer = 0; 
                for(i = 0 ; i < (2**MAXIMUM_BIT_WIDTH_OF_INTEGER_VARIABLE_INDEX) ; i = i + 1  )  
                    begin   
                        sum_values_integer = sum_values_integer + in_integer_current_assignment_array[i] * in_integer_coefficients_array[i]; 
                    end
                sum_values_integer = sum_values_integer + in_integer_coefficients_array[(2**MAXIMUM_BIT_WIDTH_OF_INTEGER_VARIABLE_INDEX)];
                if( $signed (sum_values_integer) <= 0)
                    integer_satisfied = 1;  
                else
                    integer_satisfied = 0;
                for(i = 0 ; i < (2**MAXIMUM_BIT_WIDTH_OF_BOOLEAN_VARIABLE_INDEX) ; i = i + 1  )  
                    begin
                        exist_coeff = in_boolean_coefficients[i*2 +: 2];  
                        if(exist_coeff >= 2)  
                            if(exist_coeff[0] == in_boolean_current_assigmnets[i])
                                boolean_buffer[i] = 1;    
                             else
                                boolean_buffer[i] = 0;  
                        else
                            boolean_buffer[i] = 0;  
                    end
                    if(boolean_buffer == 0)
                            boolean_satisfied = 0;    
                    else
                            boolean_satisfied = 1;
               out_clause_is_satisfied = integer_satisfied | boolean_satisfied;
               ready_flag=1; 
               end
            else 
            begin
                      ready_flag=0;
                      out_clause_is_satisfied=0;
            end     
            end
        else
            begin
                ready_flag=0;
                out_clause_is_satisfied=0;
                integer_satisfied=0;
                boolean_satisfied=0;
                boolean_buffer=0;
                exist_coeff=0;
            end
    end
endmodule
`timescale 1ns / 1ps
module ClauseRegister_IntegerLiteral
#(
    parameter MAXIMUM_BIT_WIDTH_OF_INTEGER_COEFFICIENT=2,
    parameter NUMBER_OF_INTEGER_VARIABLES=2,
    parameter MODULE_IDENTIFIER=1,
    parameter MAX_BIT_WIDTH_OF_CLAUSES_INDEX=1
)(
     input [(MAXIMUM_BIT_WIDTH_OF_INTEGER_COEFFICIENT * (NUMBER_OF_INTEGER_VARIABLES+1 
     )) -1 : 0 ] in_clause_coefficients,
     input [MAX_BIT_WIDTH_OF_CLAUSES_INDEX-1:0]in_clause_index,
     input in_reset,
     input in_clk,                                                                    
     output reg [(MAXIMUM_BIT_WIDTH_OF_INTEGER_COEFFICIENT * (NUMBER_OF_INTEGER_VARIABLES+1 
     )) -1 : 0  ] out_clause_coefficients
    );
    always @(posedge in_clk)
    begin
       if(in_reset)
        out_clause_coefficients <= {(MAXIMUM_BIT_WIDTH_OF_INTEGER_COEFFICIENT * NUMBER_OF_INTEGER_VARIABLES)  {1'b0}};
        else begin
           if(in_clause_index==MODULE_IDENTIFIER)
            out_clause_coefficients <= in_clause_coefficients;
           else
            out_clause_coefficients<=out_clause_coefficients;
        end          
    end
endmodule
module ClauseRegister_BooleanLiteral
#(
 parameter MAXIMUM_BIT_WIDTH_OF_BOOLEAN_COEFFICIENT=2,
 parameter NUMBER_OF_BOOLEAN_VARIABLES=2,
 parameter MODULE_IDENTIFIER=1,
 parameter MAX_BIT_WIDTH_OF_CLAUSES_INDEX=1
)
(
input [(MAXIMUM_BIT_WIDTH_OF_BOOLEAN_COEFFICIENT*NUMBER_OF_BOOLEAN_VARIABLES)-1 : 0 ] in_clause_coefficients,
     input [MAX_BIT_WIDTH_OF_CLAUSES_INDEX-1:0]in_clause_index,
     input in_reset,
     input in_clk,
     output reg [(MAXIMUM_BIT_WIDTH_OF_BOOLEAN_COEFFICIENT*NUMBER_OF_BOOLEAN_VARIABLES) -1 : 0  ] out_clause_coefficients
);
always @(posedge in_clk)
    begin
       if(in_reset)
        out_clause_coefficients <= {(MAXIMUM_BIT_WIDTH_OF_BOOLEAN_COEFFICIENT * NUMBER_OF_BOOLEAN_VARIABLES)  {1'b0}};
        else begin
           if(in_clause_index==MODULE_IDENTIFIER)
            out_clause_coefficients <= in_clause_coefficients;
           else
            out_clause_coefficients<=out_clause_coefficients;
        end          
    end
endmodule
`timescale 1ns / 1ps
module formulaChecker
#(
parameter MAXIMUM_BIT_WIDTH_OF_INTEGER_COEFFICIENT = 4, 
parameter MAXIMUM_BIT_WIDTH_OF_BOOLEAN_COEFFICIENT = 2, 
parameter MAXIMUM_BIT_WIDTH_OF_INTEGER_VARIABLE_INDEX = 1, 
parameter MAXIMUM_BIT_WIDTH_OF_BOOLEAN_VARIABLE_INDEX = 1, 
parameter MAXIMUM_BIT_WIDTH_OF_INTEGER_VARIABLE=4, 
parameter MAXIMUM_BIT_WIDTH_OF_BOOLEAN_VARIABLE=1, 
parameter MAXIMUM_BIT_WIDTH_OF_CLAUSES_INDEX = 2 
)
(
input in_clk, 
input in_reset, 
input [(2**MAXIMUM_BIT_WIDTH_OF_CLAUSES_INDEX)-1:0] in_clause_enable, 
input [((2**MAXIMUM_BIT_WIDTH_OF_INTEGER_VARIABLE_INDEX)+1 
)*MAXIMUM_BIT_WIDTH_OF_INTEGER_COEFFICIENT-1:0]in_clause_coefficients_integer, 
input [(MAXIMUM_BIT_WIDTH_OF_BOOLEAN_COEFFICIENT*(2**MAXIMUM_BIT_WIDTH_OF_BOOLEAN_VARIABLE_INDEX))-1 : 0 ] in_clause_coefficients_boolean, 
input [MAXIMUM_BIT_WIDTH_OF_CLAUSES_INDEX-1:0] in_clause_index, 
input [MAXIMUM_BIT_WIDTH_OF_INTEGER_VARIABLE*(2**MAXIMUM_BIT_WIDTH_OF_INTEGER_VARIABLE_INDEX)-1:0]in_integer_assignment_after_move,
input [MAXIMUM_BIT_WIDTH_OF_BOOLEAN_VARIABLE*(2**MAXIMUM_BIT_WIDTH_OF_BOOLEAN_VARIABLE_INDEX)-1:0]in_boolean_assignment_after_move,
input in_enable,
output wire [2**MAXIMUM_BIT_WIDTH_OF_CLAUSES_INDEX-1:0] all_satisfied,
output  satisfied
 );
 wire [((2**MAXIMUM_BIT_WIDTH_OF_INTEGER_VARIABLE_INDEX)+1 
 )*MAXIMUM_BIT_WIDTH_OF_INTEGER_COEFFICIENT-1:0]clauses_coefficients_integer[0:(2**MAXIMUM_BIT_WIDTH_OF_CLAUSES_INDEX)-1];
 wire [(2**MAXIMUM_BIT_WIDTH_OF_BOOLEAN_VARIABLE_INDEX)*MAXIMUM_BIT_WIDTH_OF_BOOLEAN_COEFFICIENT-1:0]clauses_coefficients_boolean[0:(2**MAXIMUM_BIT_WIDTH_OF_CLAUSES_INDEX)-1];
 wire [2**MAXIMUM_BIT_WIDTH_OF_CLAUSES_INDEX-1:0] clause_satisfied ;
 wire checker_ready_flag[0:2**MAXIMUM_BIT_WIDTH_OF_CLAUSES_INDEX-1];
 integer k; 
assign satisfied =(clause_satisfied | ~(in_clause_enable))==  {2**MAXIMUM_BIT_WIDTH_OF_CLAUSES_INDEX{1'b1}}? 1:0;
 assign all_satisfied = clause_satisfied;
generate 
 genvar i,j;
 for(i=0;i<(2**MAXIMUM_BIT_WIDTH_OF_CLAUSES_INDEX);i=i+1)begin:generate_formula_and_check_satisfiability
 ClauseRegister_IntegerLiteral
 #( 
 .MAXIMUM_BIT_WIDTH_OF_INTEGER_COEFFICIENT(MAXIMUM_BIT_WIDTH_OF_INTEGER_COEFFICIENT),
 .NUMBER_OF_INTEGER_VARIABLES(2**MAXIMUM_BIT_WIDTH_OF_INTEGER_VARIABLE_INDEX),
 .MODULE_IDENTIFIER(i),
 .MAX_BIT_WIDTH_OF_CLAUSES_INDEX(MAXIMUM_BIT_WIDTH_OF_CLAUSES_INDEX)
 )
     clause_register_integer(
          .in_clause_coefficients(in_clause_coefficients_integer),
          .in_clause_index(in_clause_index),
          .in_reset(in_reset),
          .in_clk(in_clk),
          .out_clause_coefficients(clauses_coefficients_integer[i])
         );
  ClauseRegister_BooleanLiteral
          #( 
          .MAXIMUM_BIT_WIDTH_OF_BOOLEAN_COEFFICIENT(MAXIMUM_BIT_WIDTH_OF_BOOLEAN_COEFFICIENT),
          .NUMBER_OF_BOOLEAN_VARIABLES(2**MAXIMUM_BIT_WIDTH_OF_BOOLEAN_VARIABLE_INDEX),
          .MODULE_IDENTIFIER(i),
          .MAX_BIT_WIDTH_OF_CLAUSES_INDEX(MAXIMUM_BIT_WIDTH_OF_CLAUSES_INDEX)
          )
              clause_register_boolean(
                   .in_clause_coefficients(in_clause_coefficients_boolean),
                   .in_clause_index(in_clause_index),
                   .in_reset(in_reset),
                   .in_clk(in_clk),
                   .out_clause_coefficients(clauses_coefficients_boolean[i])
                  );   
       OneClauseChecker #(
                  .MAXIMUM_BIT_WIDTH_OF_INTEGER_COEFFICIENT(MAXIMUM_BIT_WIDTH_OF_INTEGER_COEFFICIENT),
                  .MAXIMUM_BIT_WIDTH_OF_BOOLEAN_COEFFICIENT(MAXIMUM_BIT_WIDTH_OF_BOOLEAN_COEFFICIENT),
                  .MAXIMUM_BIT_WIDTH_OF_INTEGER_VARIABLE_INDEX(MAXIMUM_BIT_WIDTH_OF_INTEGER_VARIABLE_INDEX),
                  .MAXIMUM_BIT_WIDTH_OF_BOOLEAN_VARIABLE_INDEX(MAXIMUM_BIT_WIDTH_OF_BOOLEAN_VARIABLE_INDEX),
                  .MAXIMUM_BIT_WIDTH_OF_INTEGER_VARIABLE(MAXIMUM_BIT_WIDTH_OF_INTEGER_VARIABLE),
                  .MAXIMUM_BIT_WIDTH_OF_BOOLEAN_VARIABLE(MAXIMUM_BIT_WIDTH_OF_BOOLEAN_VARIABLE),
                  .MAXIMUM_BIT_WIDTH_OF_CLAUSES_INDEX(MAXIMUM_BIT_WIDTH_OF_CLAUSES_INDEX)
                  )
                  check_on_clause 
                  (
                    .in_boolean_current_assigmnets(in_boolean_assignment_after_move),
                    .in_boolean_coefficients(clauses_coefficients_boolean[i]),          
                    .in_integer_current_assigmnets(in_integer_assignment_after_move),
                    .in_integer_coefficients(clauses_coefficients_integer[i]),  
                    .in_enable(in_clause_enable[i]&in_enable),
                    .in_clk(in_clk),
                    .in_reset(in_reset),
                    .out_clause_is_satisfied(clause_satisfied[i]),
                    .ready_flag(checker_ready_flag[i])
                  ); 
end
endgenerate
endmodule
==> results_dict.tcl <==
# implementation run metrics
set metrics [dict create \
    status "finished clean" \
    synth_stat.cells 1037 \
    fill_cells 2073 \
    start_kind "input port" \
    yosysTopAreaCellShare 0.2883 \
    port_buffers 39 \
    synthAdderAreaFrac 0.4347 \
    diodes 0 \
    drive_gt1_frac 0.1003 \
    fp-utilization 0.4073 \
    grt_max_degree 66 \
    globalplace.congestion 0.8820 \
    yosysUniqueCellTypes 34 \
    synth-edff-count 0 \
    rrSetupSlack_ps 860 \
    clkLatencyLatePin_ps 330 \
    wl_per_cell_um 13.40 \
    route.detailed.drc 0 \
    overflow 0 \
    die_h_um 151.1 \
    clock-root-buffer "clkbuf_16" \
    power_per_cell_area_nw_per_um2 184.4 \
    cp-end-kind "flip-flop" \
    holdBufCountCts 0 \
    top_area_cell "fa_1" \
    drv_slew 0 \
    synth_area_um2 8889 \
    dp_hpwl_um 15850 \
    row_count 54 \
    syn_to_final_growth_pct 18.45 \
    xor_share 0.07784 \
    viasPerCell 4.665 \
    finalPower_mw 1.941 \
    period_used_share 0.9597 \
    ios 40 \
    maxCapViolations 0 \
    worstPathRequired_ps 5750 \
    dieWidth_um 151.1 \
    ff_type "dfxtp_1" \
    clockBufferDepth 2 \
    post-synth-top-count-cell "inv_1" \
    syn_avg_cell_area_um2 8.571 \
    clock-sinks 68 \
    min_path_type "flip-flop to flip-flop" \
    yosysChipArea_um2 8889 \
    mux_area_frac 0.004505 \
    hold_viol 0 \
    dpl.cell_count 1400 \
    clk_pin_slew_ps 50 \
    dp_slack_ps -465.2 \
    path_class "input port to flip-flop" \
    first_iter_violations 319 \
    numCtsBuffers 9 \
    synthCells 1037 \
    timing.hold.ws_ps 455.4 \
    fmax_mhz 189.5 \
    finalSetupViolCount 0 \
    yosys_warnings 10 \
    htree_levels 3 \
    dieArea_um2 22820 \
    synth_seq_share 0.1532 \
    numSynthFlops 68 \
    finClkSkew_ps 7.356 \
    warning_count 37 \
    fin_crit_ps 5278 \
    max-vdd-ir-drop_uv 140.6 \
    dr.pass1.iters 4 \
    reg2reg_depth 15 \
    slew_headroom 0.5344 \
    setup_slack_ps 221.7 \
    ant_nets 0 \
    num_vias 6610 \
    wirelength_um 18990 \
    crit_fanout 8 \
    netlist_logic_family_top "adder cells" \
    arrival_ps 5530 \
    async_reset_ff_frac 0 \
    grt_usage 0.1937 \
    grt_pass1_wl_um 32460 \
    final_cells 1417 \
    simple_gate_area_frac 0.1505 \
    yosys.area_share.aoi 0.07756 \
    power.leakage_nw 4.997 \
    synth.area.top_cells "fa_1 (29%), dfxtp_1 (15%), ha_1 (15%), inv_1 (8.4%), nand2_1 (8.0%)" \
    common_cells "inv_1 (200), nand2_1 (189), fa_1 (128), ha_1 (104), a21oi_1 (80)" \
    tightest_slew_ps 698.4 \
    cts_tree "yes" \
    first_global_vias 6563 \
    holdPathStages 2 \
    antenna_found_initial 0 \
    fin_util 0.4825 \
    core_um2 21820 \
]
## layout make-up
| type | instances | area [µm²] | share of cell area |
|---|---|---|---|
| Inverter | 200 | 750.7 | 0.07130 |
| Tap cell | 280 | 350.3 | 0.03327 |
| Sequential cell | 68 | 1361 | 0.1293 |
| Clock buffer | 14 | 264.0 | 0.02507 |
| Multi-Input combinational cell | 734 | 6745 | 0.6406 |
| Timing Repair Buffer | 120 | 1050 | 0.09970 |
| Clock inverter | 1 | 7.507 | 0.0007130 |
## critical path: stages
cell	delay, ps
dlygate4sd2_1	360
buf_4	240
nand2_1	90
fa_1	530
inv_1	50
fa_1	470
inv_1	50
fa_1	550
fa_1	420
fa_1	480
inv_1	60
ha_4	220
buf_4	130
xor2_1	130
nor4_1	310
nand4_1	160
a31oi_1	170
## metal layers
| metal | GRT usage | vias to the layer above | part of all wire |
|---|---|---|---|
| li1 | - | 3345 | - |
| met1 | 0.3116 | 3119 | 0.47 |
| met2 | 0.2883 | 140 | 0.44 |
| met3 | 0.04977 | 6 | 0.085 |
| met4 | 0.006500 | 0 | 0.0054 |
| met5 | 0 | - | 0 |
## cells by family (layout without fill, tap and decap cells)
group,count (synthesis),in the layout
fa+ha+maj,232,232
simple gates,297,297
flops,68,68
mux,4,4
xor+xnor,79,79
compound gates,122,122
buf+inv,235,335
## stage by stage
step / TNS [ps] / cell area [µm²]
3_3_place_gp: -1553 / 10090
2_1_floorplan: 0 / 8889
4_1_cts: 0 / 10420
3_5_place_dp: -1750 / 10090
5_1_grt: -20.88 / 10530
6_report: 0 / 10530
## cells in the final DEF (no fill, tap or decap), drive strengths merged, types with 3 or more instances in the layout
| cell type | synthesis | routed |
|---|---|---|
| a211oi | 8 | 8 |
| a21o | 6 | 6 |
| a21oi | 80 | 80 |
| a22oi | 4 | 4 |
| a31oi | 4 | 4 |
| and2 | 49 | 49 |
| buf | 11 | 82 |
| clkbuf | 24 | 14 |
| clkdlybuf4s50 | 0 | 30 |
| dfxtp | 68 | 68 |
| dlygate4sd2 | 0 | 4 |
| dlymetal6s2s | 0 | 4 |
| fa | 128 | 128 |
| ha | 104 | 104 |
| inv | 200 | 200 |
| mux2i | 4 | 4 |
| nand2 | 189 | 189 |
| nand2b | 26 | 26 |
| nand3 | 3 | 3 |
| nand4 | 3 | 3 |
| nor2 | 17 | 17 |
| nor2b | 3 | 3 |
| nor4 | 4 | 4 |
| o21ai | 14 | 14 |
| o21bai | 3 | 3 |
| xnor2 | 53 | 53 |
| xor2 | 26 | 26 |
## timing repair
item | CTS | global route
setup endpoints to repair | 4 | 4
pin swaps | 3 | 21
resized | 15 | 24
buffers inserted | 1 | 1
## worst max path at each step
stage | start | endpoint | slack [ps] | cells past startpoint
CTS | in_integer_assignment_after_move[3] | flip-flop | 10 | 18
global route | in_integer_assignment_after_move[6] | flip-flop | -20 | 19
finish | in_integer_assignment_after_move[6] | flip-flop | 220 | 17
## where the power goes
group / internal, mW / leakage (nW) / switching, mW / total, mW
clock: 0.328 / 0.129 / 0.204 / 0.531
combinational: 0.428 / 4.31 / 0.438 / 0.866
sequential: 0.517 / 0.556 / 0.0266 / 0.544
total: 1.27 / 5.00 / 0.668 / 1.94
Power and IR drop assume default switching activity.
